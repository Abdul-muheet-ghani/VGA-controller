==> /design/flow/config.mk <==
export PLATFORM = sky130hd
export DESIGN_NAME = block
export DESIGN_NICKNAME = block
export VERILOG_FILES = /design/flow/design.v
export SDC_FILE = /design/flow/constraint.sdc
export NUM_CORES = 4
export LEC_CHECK = 1
export CORE_UTILIZATION = 40
==> /design/flow/constraint.sdc <==
current_design block

set clk_period 4.9
set clk_io_pct 0.2

create_clock -name clk0 -period $clk_period [get_ports {clk}]

set non_clock_inputs [all_inputs -no_clocks]
set_input_delay [expr $clk_period * $clk_io_pct] -clock clk0 $non_clock_inputs
set_output_delay [expr $clk_period * $clk_io_pct] -clock clk0 [all_outputs]
==> /design/flow/design.v <==
`timescale 1ns / 1ps
module block(
    input wire clk,
    input wire rst,
    input wire [5:0] counter_x,
    input wire [5:0] counter_y,
    output reg [5:0] loc_block_x,
    output reg [5:0] loc_block_y,
    output reg draw_block
);
  parameter START_X_LOC = 3;
  parameter START_Y_LOC = 200;       
  parameter BLOCK_SPEED = 1250000;  
  parameter MAX_X_LOC = 35;         
  parameter MIN_X_LOC = 1;         
  parameter BLOCK_WIDTH = 4;        
  reg [31:0] block_speed_counter = 0;
  reg dir_x = 1;    
  reg [5:0] count_x = START_X_LOC;
  reg [5:0] count_y = START_Y_LOC;  
  always @(posedge clk) begin
    if (block_speed_counter == BLOCK_SPEED) begin
      block_speed_counter <= 0;
    end else begin
      block_speed_counter <= block_speed_counter + 1;
    end
  end
  always @(posedge clk or posedge rst) begin
    if (rst) begin
        count_x <= START_X_LOC;
        dir_x <= 1;   
    end else if (block_speed_counter == BLOCK_SPEED) begin
        if (dir_x) begin
            count_x <= count_x + 1;
        end else begin
            count_x <= count_x - 1;
        end
        if (count_x >= MAX_X_LOC) begin
            dir_x <= 0;   
        end else if (count_x <= MIN_X_LOC) begin
            dir_x <= 1;   
        end
    end
  end
  always @(posedge clk) begin
    loc_block_x <= count_x;
    loc_block_y <= count_y;   
  end
  always @(posedge clk) begin
    if (counter_x >= count_x && counter_x <= count_x + BLOCK_WIDTH &&
        counter_y >= count_y && counter_y <= count_y + BLOCK_WIDTH) begin
      draw_block <= 1'b1;
    end else begin
      draw_block <= 1'b0;
    end
  end
endmodule
==> /design/flow/run.sh <==
#!/bin/bash
# OpenROAD 26Q1-2900-gdf79404cd8, Yosys 0.63+post, stock flow scripts
make -C /OpenROAD-flow-scripts/flow DESIGN_CONFIG=/design/flow/config.mk WORK_HOME=/design/flow/orfs finish
==> flow_metrics.env <==
# physical design summary
export IMPL_dieHeight_um=78.3
export IMPL_yosysTopAreaCellShare=0.335
export IMPL_routedWlPerCell_um=11.2
export IMPL_ys_flop_type="dfxtp_1"
export IMPL_cts_tree="yes"
export IMPL_hold_path_class="flip-flop to flip-flop"
export IMPL_slew_headroom=0.625
export IMPL_grt_max_degree=19
export IMPL_drc=0
export IMPL_io_pins=27
export IMPL_ys_flops=46
export IMPL_die_width_um=78.3
export IMPL_ys_seq_frac=0.412
export IMPL_rr_startpoint="block_speed_counter[0]$_SDFF_PP0_"
export IMPL_setup_tns_final_ps=0
export IMPL_fp_util=0.420
export IMPL_power_leakage_nw=1.00
export IMPL_async_flop_share=0.152
export IMPL_p_switching_mw=0.126
export IMPL_placed_cells=333
export IMPL_postRouteAntennaNets=0
export IMPL_pwr_share_comb=0.038
export IMPL_drv_cap=0
export IMPL_edf_count=0
export IMPL_timing_critical_path_from="counter_x[1]"
export IMPL_min_period_over_period=0.448
export IMPL_drive_above_1_share=0.0929
export IMPL_yosysMostFrequentCell="dfxtp_1"
export IMPL_status="complete, no violations"
export IMPL_irDropWorstVdd_v=0.000145
export IMPL_worstPathMaxFanout=3
export IMPL_grt_ovfl_total=0
export IMPL_crit_type="input pin to flip-flop"
export IMPL_port_buffer_count=20
export IMPL_diodes=0
export IMPL_cts_setup_buffers=0
export IMPL_cp_data_required_time_ps=5120
export IMPL_core_area_um2=5540
export IMPL_r2r_slack_ps=2740
export IMPL_row_count=27
export IMPL_crit_path_end="draw_block$_DFF_P_"
export IMPL_cts_buffer_depth=2
export IMPL_antenna_found_initial=0
export IMPL_clk_pin_slew_ps=80
export IMPL_final_hold_viol_count=0
export IMPL_stdcell_count=341
export IMPL_drt_pass1_iter_count=4
export IMPL_grt_total_usage=0.143
export IMPL_cts_htree_levels=2
export IMPL_ys_cells=246
export IMPL_yosysWarnings=1
export IMPL_drv_slew=0
export IMPL_seqPwrFrac=0.610
export IMPL_common_cells="dfxtp_1, xnor2_1, nand2_1, nor2_1, nand3_1"
export IMPL_grt_setup_unrepaired="false"
export IMPL_tightestPinTransition_ps=558
export IMPL_timing_rr_end="count_x[5]$_DFFE_PP0P_"
export IMPL_cts_buffers=5
export IMPL_powerDensity_nw_per_um2=231
export IMPL_endpoint_kind="flip-flop"
export IMPL_yosys_area_top_type="dfxtp_1"
export IMPL_via_count=1624
export IMPL_die_area_um2=6130
export IMPL_vias_per_cell=4.76
export IMPL_critPathLaunchType="input pin"
export IMPL_power_internal_mw=0.488
export IMPL_ys_chip_area_um2=2330
export IMPL_finalClockSkew_ps=6.86
export IMPL_power_frac_clock=0.352
export IMPL_area_growth_pct=14.1
export IMPL_cts_hold_buf=0
export IMPL_rr_worst_depth=8
export IMPL_dp_hpwl_mm=2.92
export IMPL_grt_pass1_wl_mm=6.91
export IMPL_fmax_mhz=456
export IMPL_drtIter0Drc=65
export IMPL_grt_pass1_vias=1506
export IMPL_wirelength_mm=3.82
export IMPL_fill_cells=527
export IMPL_root_buffer="clkbuf_8"
export IMPL_critPathArrivalTime_ps=2410
export IMPL_finalCriticalPeriod_ps=2190
export IMPL_ctsResizeCount=0
export IMPL_netlist_instances=246
export IMPL_synth_distinct_cells=45
export IMPL_swShare=0.205
export IMPL_report_final_setup_viol=0
export IMPL_worstSkewPairLatency_ps=290
export IMPL_warnings=30
export IMPL_top_cells_by_area="dfxtp_1, xnor2_1, ha_1, dfrtp_1, xor2_1"
export IMPL_cts_sinks=46
export IMPL_gp_congestion=0.830
export IMPL_avgSynthCellArea_um2=9.46
export IMPL_synth_cell_area_um2=2330
[cells by family (layout without fill, tap and decap cells)]
| group | count (synthesis) | after routing | share of synthesized area |
|---|---|---|---|
| flip-flops | 46 | 46 | 0.412 |
| XOR/XNOR | 37 | 37 | 0.139 |
| AND/OR/NAND/NOR | 102 | 102 | 0.251 |
| adder cells (fa/ha/maj) | 17 | 17 | 0.0914 |
| AND-OR/OR-AND | 19 | 19 | 0.0500 |
| buffers and inverters | 22 | 41 | 0.0484 |
| other | 2 | 6 | 0.00323 |
| multiplexers | 1 | 1 | 0.00484 |
[state kept, by name (all words and copies together) (netlist names)]
| name | count |
|---|---|
| loc_block_x | 6 |
| count_x | 6 |
| block_speed_counter | 32 |
| dir_x | 1 |
| draw_block | 1 |
[worst max-delay path, stage by stage]
cell and delay (ps):
clkdlybuf4s50_1 400, ha_1 320, nor2b_1 140, o21bai_1 130, a21oi_1 80, o31a_1 240, nor3_1 120
[stage by stage]
step / worst slack [ps] / cell area, um2 / hold WS [ps] / util / power, mW
3_3_place_gp: 2440 / 2570 / 419 / 0.464 / 0.407
2_1_floorplan: 2930 / 2340 / 345 / - / 0.397
5_1_grt: 2560 / 2660 / 443 / 0.479 / 0.647
6_report: 2710 / 2660 / 427 / 0.479 / 0.615
3_5_place_dp: 2420 / 2570 / 419 / 0.464 / 0.407
4_1_cts: 2720 / 2660 / 430 / 0.479 / 0.628
[layer usage]
metal	GRT usage	vias to the layer above	wire, um
li1	-	862	-
met4	0.0185	0	43
met2	0.211	22	1550
met1	0.232	735	2110
met3	0.0213	5	119
met5	0	-	0
[cell usage in the layout, fill, tap and decap left out, types with 2 or more instances in the layout]
cell and n:
dfrtp_1 4, clkdlybuf4s50_1 20, nor2b_1 2, nor3_1 5, inv_1 12, clkinv_2 2, and3_1 3, nand3_2 3
clkbuf_8 5, a21oi_1 5, dfxtp_1 39, o21ai_0 7, nor4b_1 2, dfstp_2 3, xnor2_1 26, ha_1 17
nand3_1 18, nor3_2 2, nand2_1 22, conb_1 6, nand4_1 4, nor4_1 5, nor2_1 22, xor2_1 11
[final cells by class]
cell class / instances / area, um2 / share of cell area
tap: 72 / 90.1 / 0.0339
inverter: 12 / 45.0 / 0.0170
multi-input combinational: 182 / 1270 / 0.478
timing repair buffer: 21 / 208 / 0.0782
sequential: 46 / 960 / 0.361
clock inverter: 2 / 10.0 / 0.00377
clock buffer: 6 / 72.6 / 0.0273
[power groups by stage]
| stage | clock [mW] | combinational [mW] | sequential [mW] |
|---|---|---|---|
| 4_1_cts | 0.230 | 0.0238 | 0.375 |
| 5_1_grt | 0.245 | 0.0271 | 0.375 |
| 6_report | 0.216 | 0.0236 | 0.375 |
[worst min-delay path by stage]
stage                           from                endpoint  slack [ps]  depth (start not counted)
CTS           count_x[1]$_DFFE_PP1P_  loc_block_x[1]$_DFF_P_         430                          0
global route  count_x[1]$_DFFE_PP1P_  loc_block_x[1]$_DFF_P_         440                          0
finish        count_x[1]$_DFFE_PP1P_  loc_block_x[1]$_DFF_P_         430                          0
Power and IR drop assume default switching activity.
